<file path="flow/design.v">
module ram_s2p1c #(
  parameter  int unsigned WORD_WIDTH      = 8,
  parameter  int unsigned WORD_COUNT      = 256,
  parameter  bit          INIT_FILE_BIN   = 0,
  parameter  int unsigned INIT_FILE       = "",
  localparam int unsigned ADDR_WIDTH      = $clog2(WORD_COUNT)
) (
  input  logic                    clk_i,
  input  logic                    rstn_i,
  input  logic                    we_a_i,
  input  logic [ADDR_WIDTH - 1:0] addr_a_i,
  input  logic [WORD_WIDTH - 1:0] data_a_i,
  input  logic [ADDR_WIDTH - 1:0] addr_b_i,
  output logic [WORD_WIDTH - 1:0] data_b_o
);
logic [WORD_WIDTH - 1:0] ram [0:WORD_COUNT - 1];
always_ff @( posedge clk_i ) begin
  if (we_a_i) begin
    ram[addr_a_i] <= data_a_i;
  end
end
always_ff @( posedge clk_i ) begin
  data_b_o <= ram[addr_b_i];
end
initial begin
  if (INIT_FILE != "") begin
    if (INIT_FILE_BIN) begin
      $display("Initializing RAM with bin file: %s...", INIT_FILE);
      $readmemb(INIT_FILE, ram);
    end
    else begin
      $display("Initializing RAM with hex file: %s...", INIT_FILE);
      $readmemh(INIT_FILE, ram);
    end
  end
end
assert property (@(posedge clk_i) disable iff (!rstn_i) !$isunknown(we_a_i)) else $error("we_a_i must always be known");
assert property (@(posedge clk_i) disable iff (!rstn_i) we_a_i |-> !$isunknown(addr_a_i)) else $error("addr_a_i must be known when we_a_i is high");
endmodule
</file>
<file path="flow/run.sh">
#!/bin/bash
# OpenROAD 26Q1-2900-gdf79404cd8, Yosys 0.63+post, stock flow scripts
make -C /OpenROAD-flow-scripts/flow DESIGN_CONFIG=/design/flow/config.mk WORK_HOME=/design/flow/orfs finish
</file>
<file path="flow/config.mk">
export PLATFORM = sky130hd
export DESIGN_NAME = ram_s2p1c
export DESIGN_NICKNAME = ram_s2p1c
export VERILOG_FILES = /design/flow/design.v
export SDC_FILE = /design/flow/constraint.sdc
export NUM_CORES = 4
export LEC_CHECK = 1
export CORE_UTILIZATION = 40
export SYNTH_HDL_FRONTEND = slang
</file>
<file path="flow/constraint.sdc">
current_design ram_s2p1c

set clk_period 11.1
set clk_io_pct 0.2

create_clock -name clk0 -period $clk_period [get_ports {clk_i}]

set non_clock_inputs [all_inputs -no_clocks]
set_input_delay [expr $clk_period * $clk_io_pct] -clock clk0 $non_clock_inputs
set_output_delay [expr $clk_period * $clk_io_pct] -clock clk0 [all_outputs]
</file>
==> out/qor.csv <==
metric,value,unit
status,"finished, final reports clean",
Final setup viols,0,
Synth top area share,0.773,
die width,448,um
Peak Freq,0.176,GHz
"Cell Area, Synth",0.0796,mm^2
Clock Sink Count,2056,
post-detail-place hpwl,115,mm
cell taking the most area after synthesis,edfxtp_1,
WHS,1.02,ns
YS chip area,0.0796,mm^2
"Hold Vio Cnt, Final",0,
share of flip-flops with an asynchronous set or reset,0,
Power per Cell Area,177,mW/mm^2
final clock skew,0.0365,ns
Critical Path AT,6.37,ns
Top area cell types,"edfxtp_1, mux4_2, mux2i_1",
Avg Inst Size Synth,21.3,um^2
crit end category,flip-flop,
final WL,191,mm
initial antenna violation count,10,
first-pass GRT wire length,278,mm
ys cells,3733,
final non-filler cell total,6679,
gpl congestion,0.906,
cell with the most instances after synthesis,edfxtp_1,
Clock Path Buffers,3,
Setup CP Type,in -> reg,
Starting Density,0.403,
crit path time final,5.68,ns
Detailed Route Iter0 Violations,2626,
"EDFF count, synth",2048,
io pins,35,
Core Region,0.197,mm^2
placement row count,163,
post-route ant nets,0,
Buffers on Ports,33,
Worst Path Max Fanout,51,
GRT Util Overall,0.213,
hold_buf cts,0,
Final Max Tran Viols,0,
vias in the first global route,41100,
worst vdd ir,171,uV
fraction of layout cells with a size suffix above 1,0.220,
placed cells,6309,
CTS Root Cell,clkbuf_16,
Synth top cells by count,"edfxtp_1, mux4_2, nor2_1",
clock latency (worst-skew pair),0.84,ns
total power,15.8,mW
total tool warning count,36,
via count,37700,
vias per cell,5.64,
die area,0.201,mm^2
Distinct lib cells used,55,
drt drc,0,
synthesized flop and latch total,2056,
Rel. slew slack,0.292,
Post-CTS Setup Bufs,0,
Startpoint Class,input port,
CTS resizes,0,
H-tree depth,4,
Commonest flop,edfxtp_1,
Final period util,0.512,
final setup TNS,0,ns
Die H,448,um
"Seq/Total Area, Yosys",0.775,
P_leak,27.1,nW
synth warn,0,
design area,0.0892,mm^2
"Reg clk slew, reported paths",0.06,ns
drt pass-1 iters,5,
CP required,11.79,ns
worst slew pin tran,1.06,ns
synthesized instance count,3733,
drt wl/cell,28.5,um
GRT overflow,0,
Hold WC Path Type,reg -> reg,
largest net degree at the start of global routing,126,
CTS tree,built,
Max Cap Viol,0,
area post-placement,0.0830,mm^2
area grow syn2layout,12.1,%
total CTS buffers,202,
setup repair after global routing missed its margin,no,
[metrics by stage]
stage | util | setup WS, ns
floorplan | - | 6.94
global route | 0.452 | 4.98
finish | 0.452 | 5.42
CTS | 0.452 | 5.42
global placement | 0.420 | 4.48
detailed placement | 0.420 | 4.53
[final cells by class]
cell class                 instances  area (um^2)
antenna                            5         12.5
clock buffer                     259         5290
clock inverter                   106          925
fill                           16400       108000
inverter                           2         7.51
multi-input combinational       1442        16500
sequential                      2056        61700
tap                             2640         3300
timing repair buffer             169         1470
[flip-flops by register name, summed over array words and instances, names as in the netlist]
register and count:
ram 2048, data_b_o 8
[per-layer routing]
layer  vias to the layer above  global-route usage  wire length, um
li1                      16000                   -                -
met1                     19400               0.272            64200
met2                      1940               0.319            93200
met3                       320               0.138            27400
met4                        14              0.0508             5510
met5                         -             0.00986              333
[critical path, stage by stage]
cell,delay [ns]
buf_8,0.47
buf_4,0.67
buf_4,0.59
mux4_2,0.57
nor2b_1,0.14
a211oi_1,0.52
nor3_1,0.18
nor4_1,0.79
nor4_2,0.12
[power by group]
part           total, mW  internal [mW]  switching, mW
clock               6.43           3.58           2.85
combinational      0.755          0.262          0.493
sequential          8.57           8.56         0.0115
[cell usage in the layout, fill, tap and decap left out, types with 53 or more instances in the layout]
master     netlist  final
nor2_1         282    279
mux4_2         454    454
clkbuf_1       111     56
clkbuf_16        0    203
clkinv_1         1     53
a21oi_1         96     96
buf_4           27    131
mux2i_1        134    134
a22oi_1        133    133
edfxtp_1      2048   2048
[kinds of logic (layout without fill, tap and decap cells)]
group	count (synthesis)	in the layout	share of synthesized area
mux	591	591	0.146
flops	2056	2056	0.775
simple gates	466	466	0.0263
other cells	0	5	0
buf+inv	235	536	0.0183
compound gates	385	385	0.0342
[final timing paths]
check                 to  slack [ns]        start  depth (start not counted)
max          data_b_o[0]        5.42  addr_b_i[0]                          9
min          data_b_o[4]        1.02   ram[54][4]                          6
max reg2reg  data_b_o[5]        8.31   ram[43][5]                          6
min reg2reg  data_b_o[4]        1.02   ram[54][4]                          6
Power and IR drop assume default switching activity.
