### ./design.v
module ram_s1p1c #(
  parameter  int unsigned WORD_WIDTH      = 8,
  parameter  int unsigned WORD_COUNT      = 256,
  parameter  bit          INIT_FILE_BIN   = 0,
  parameter  int unsigned INIT_FILE       = "",
  localparam int unsigned ADDR_WIDTH      = $clog2(WORD_COUNT)
) (
  input  logic                    clk_i,
  input  logic                    rstn_i,
  input  logic                    we_i,
  input  logic [ADDR_WIDTH - 1:0] addr_i,
  input  logic [WORD_WIDTH - 1:0] data_i,
  output logic [WORD_WIDTH - 1:0] data_o
);
logic [WORD_WIDTH - 1:0] ram [0:WORD_COUNT - 1];
always_ff @( posedge clk_i ) begin
  if (we_i) begin
    ram[addr_i] <= data_i;
  end
  data_o <= ram[addr_i];
end
initial begin
  if (INIT_FILE != "") begin
    if (INIT_FILE_BIN) begin
      $display("Initializing RAM with bin file: %s...", INIT_FILE);
      $readmemb(INIT_FILE, ram);
    end
    else begin
      $display("Initializing RAM with hex file: %s...", INIT_FILE);
      $readmemh(INIT_FILE, ram);
    end
  end
end
assert property (@(posedge clk_i) disable iff (!rstn_i) !$isunknown(we_i)) else $error("we_i must always be known");
assert property (@(posedge clk_i) disable iff (!rstn_i) we_i |-> !$isunknown(addr_i)) else $error("addr_i must be known when we_i is high");
endmodule
### ./run.sh
#!/bin/bash
# OpenROAD 26Q1-2900-gdf79404cd8, Yosys 0.63+post, stock flow scripts
make -C /OpenROAD-flow-scripts/flow DESIGN_CONFIG=/design/flow/config.mk WORK_HOME=/design/flow/orfs finish
### ./config.mk
export PLATFORM = sky130hd
export DESIGN_NAME = ram_s1p1c
export DESIGN_NICKNAME = ram_s1p1c
export VERILOG_FILES = /design/flow/design.v
export SDC_FILE = /design/flow/constraint.sdc
export NUM_CORES = 4
export LEC_CHECK = 1
export CORE_UTILIZATION = 40
export SYNTH_HDL_FRONTEND = slang
### ./constraint.sdc
current_design ram_s1p1c

set clk_period 16.1
set clk_io_pct 0.2

create_clock -name clk0 -period $clk_period [get_ports {clk_i}]

set non_clock_inputs [all_inputs -no_clocks]
set_input_delay [expr $clk_period * $clk_io_pct] -clock clk0 $non_clock_inputs
set_output_delay [expr $clk_period * $clk_io_pct] -clock clk0 [all_outputs]
==> impl_metrics.yaml <==
# generated from flow reports
outcome:
  status: "complete, no violations"
yosys:
  synth-seq-cells: 2056
  edf_count: 2048
  postSynthAreaPerCell_um2: 22.1
  synth_top_cell_by_area: "edfxtp_1"
  synth.cell_area_um2: 78500
  top_cell_area_share_pct: 78.3
  synthTopCellsByArea: "edfxtp_1 (78%), mux4_2 (15%), a22oi_1 (2.4%), nor2_1 (1.1%), a21oi_1 (0.82%)"
  ys_warn_count: 0
  yosys_area_um2: 78500
  ys_types: 22
  ys_cells: 3547
  ff_type: "edfxtp_1"
  synthArstFlopShare_pct: 0
  synth_seq_share_pct: 78.6
  synthCells: 3547
sta:
  max_freq_mhz: 129
  fin_worst_skew_ps: 46.8
  maxSlewHeadroom_pct: 31.7
  worst_slew_pin_slew_ps: 1010
  setup_tns_ps: 0
  post-route-period-util_pct: 48.2
  setup_viol: 0
  post-route-min-period_ps: 7760
  whs_ps: 957
  drv_slew: 0
  grt_setup_unrepaired: "no"
  hold_viol: 0
clock_tree:
  clk_pin_slew_ps: 60
  cts_htree_levels: 4
  clockBufferDepth: 3
  cts_resized: 0
  cts_buffers: 204
  cts_sinks: 2056
  cts_tree: "built"
  clkLatencyLatePin_ps: 840
  clk_root_buffer_cell: "clkbuf_16"
  postCtsSetupBuffers: 0
  hold_buffers: 0
floorplan:
  core_um2: 195000
  die_w_um: 445
  boundaryPins: 27
  die_y_um: 445
  rows: 162
  dieArea_um2: 198000
  fp-utilization_pct: 40.3
route:
  ant_nets: 0
  drt-vias-per-instance: 5.64
  drtIter0Drc: 2391
  drc: 0
  via_count: 36700
  wire_per_inst_um: 28.6
  dr.pass1.iters: 5
  wl_um: 186000
  n_antenna_cell: 0
placement:
  dp_hpwl_um: 108000
  gp_congestion: 0.849
  io_buffers: 25
critical_path:
  crit_path_start_kind: "primary input"
  cp-end-kind: "flop"
  slowest_stage: "o41ai_1"
  critPathArrivalTime_ps: 8440
  reg2reg_from: "ram[123][4]$_DFFE_PP_"
  worst-path-buf-inv: 6
  critPathMostFrequentCell: "buf_4"
  cp.required_ps: 16780
  worst-r2r-setup-slack_ps: 13380
  critPathMaxFanout: 46
  crit_start: "addr_i[0]"
  slowest_delay_ps: 730
  cp_cell_sequence: "buf_8 > buf_4 > buf_4 > buf_4 > buf_4 > mux4_2 > a22oi_1 > a21oi_1 > o41ai_1 > buf_4 > nand4_1"
  path_delay_family: "buffers and inverters"
  crit_type: "in2reg"
pwr:
  total_leakage_power_nw: 26.7
  power.density_nw_per_um2: 123
  ir_worst_vdd_mv: 0.0903
finish:
  fillCellCount: 16000
  drive_above_1_share_pct: 24.9
  area_delta_synth_final_pct: 13.1
hold_path:
  hold_path_startpoint: "ram[131][7]$_DFFE_PP_"
  hp-class: "reg2reg"
global_route:
  use_met1_pct: 27.0
  grt_pass1_vias: 40900
  overflow: 0
  grt_max_degree: 109
  grtUsageTotal_pct: 21.0
  grt_pass1_wl_um: 272000
  gr-usage-met3_pct: 14.1
  grtUsageMet2_pct: 31.0
  busiest_layer: "met2"
  antenna_found_initial: 4
flow_run:
  drv_cap: 0
  tool_warnings: 29
path summary, 6_finish.rpt:
check,to,cells past startpoint
min reg2reg,data_o[7]$_DFF_P_,5
max,data_o[4]$_DFF_P_,11
min,data_o[7]$_DFF_P_,5
max reg2reg,data_o[4]$_DFF_P_,6
placed cells by master, fill, tap and decap left out, types with 10 or more instances in the layout:
| cell | instances |
|---|---|
| nor3_1 | 30 |
| clkdlybuf4s50_1 | 15 |
| clkinv_2 | 29 |
| edfxtp_1 | 2048 |
| buf_8 | 10 |
| bufinv_16 | 13 |
| buf_4 | 154 |
| nor2_1 | 231 |
| mux4_2 | 512 |
| o41ai_1 | 30 |
| nand2_1 | 28 |
| clkbuf_1 | 57 |
| clkinv_1 | 48 |
| a21oi_1 | 128 |
| a22oi_1 | 256 |
| clkbuf_16 | 207 |
logic make-up after synthesis:
kind of cell | share of synthesized area [%]
flops | 78.6
simple gates | 1.73
compound gates | 3.62
mux | 14.7
buf+inv | 1.40
routing by layer:
| layer | vias to the layer above | wire [um] |
|---|---|---|
| met5 | - | 464 |
| met4 | 12 | 5890 |
| met3 | 320 | 27400 |
| met2 | 1990 | 89600 |
| met1 | 18900 | 62800 |
| li1 | 15400 | - |
through the flow:
step	power, mW	area, um2	worst slack (ps)	cells	utilization, %
2_1_floorplan	6.28	78500	10660	3547	-
3_3_place_gp	6.50	82300	7430	6123	42.2
3_5_place_dp	6.51	82300	7430	6123	42.2
4_1_cts	11.0	88800	8310	6497	45.5
5_1_grt	11.3	88800	7880	6497	45.5
6_report	11.0	88800	8340	6497	45.5
sequential cells by signal, summed over array words and instances, names as in the netlist:
| register | flops |
|---|---|
| data_o | 8 |
| ram | 2048 |
synthesized netlist by cell type (2+ instances only):
cell	count
edfxtp_1	2048
mux4_2	512
a22oi_1	256
nor2_1	232
clkbuf_1	145
a21oi_1	128
buf_2	36
o41ai_1	32
nor3_1	30
nand2_1	28
buf_1	19
buf_4	16
buf_6	16
nand3_1	13
dfxtp_1	8
nand4_1	8
nor2b_1	7
nand2b_1	6
and2_1	3
or2_2	2
power by group:
part,internal (mW),total (mW),switching [mW]
Combinational,0.168,0.480,0.312
Clock,2.58,4.56,1.98
Sequential,5.90,5.91,0.00816
Total,8.65,11.0,2.30
area by class of cell:
type	count	area, um2	share of cell area (%)
tap	2624	3280	3.70
sequential	2056	61700	69.5
timing repair buffer	184	1560	1.75
clock inverter	108	1030	1.16
multi-input combinational	1258	15800	17.8
clock buffer	266	5420	6.11
inverter	1	3.75	0.00423
worst reg2reg max path, delay by kind of cell (launching register included):
| kind | cells | cell delay [ps] |
|---|---|---|
| and+or+nand+nor | 1 | 100 |
| DFF | 1 | 370 |
| muxes | 1 | 530 |
| AOI/OAI and AO/OA | 3 | 1270 |
| buffers and inverters | 1 | 290 |
Power figures rest on the tool's default switching activity, not on a simulated workload.
