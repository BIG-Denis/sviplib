## /design/flow/config.mk

```make
export PLATFORM = sky130hd
export DESIGN_NAME = ram_s2psbe1c
export DESIGN_NICKNAME = ram_s2psbe1c
export VERILOG_FILES = /design/flow/design.v
export SDC_FILE = /design/flow/constraint.sdc
export NUM_CORES = 4
export LEC_CHECK = 1
export CORE_UTILIZATION = 40
export SYNTH_HDL_FRONTEND = slang
export SYNTH_MEMORY_MAX_BITS = 65536
```

## /design/flow/constraint.sdc

```tcl
current_design ram_s2psbe1c

set clk_period 23.6
set clk_io_pct 0.2

create_clock -name clk0 -period $clk_period [get_ports {clk_i}]

set non_clock_inputs [all_inputs -no_clocks]
set_input_delay [expr $clk_period * $clk_io_pct] -clock clk0 $non_clock_inputs
set_output_delay [expr $clk_period * $clk_io_pct] -clock clk0 [all_outputs]
```

## /design/flow/design.v

```verilog
module ram_s2psbe1c #(
  parameter  int unsigned BYTE_WIDTH      = 8,
  parameter  int unsigned BYTES_IN_WORD   = 4,
  parameter  int unsigned WORD_COUNT      = 256,
  parameter  bit          INIT_FILE_BIN   = 0,
  parameter  int unsigned INIT_FILE       = "",
  localparam int unsigned ADDR_WIDTH      = $clog2(WORD_COUNT),
  localparam int unsigned WORD_WIDTH      = BYTE_WIDTH * BYTES_IN_WORD
) (
  input  logic                       clk_i,
  input  logic                       rstn_i,
  input  logic                       we_a_i,
  input  logic [BYTES_IN_WORD - 1:0] be_a_i,
  input  logic [   ADDR_WIDTH - 1:0] addr_a_i,
  input  logic [   WORD_WIDTH - 1:0] data_a_i,
  input  logic [   ADDR_WIDTH - 1:0] addr_b_i,
  output logic [   WORD_WIDTH - 1:0] data_b_o
);
logic [WORD_WIDTH - 1:0] ram [0:WORD_COUNT - 1];
always_ff @( posedge clk_i ) begin
  if (we_a_i) begin
    for (int i = 0; i < BYTES_IN_WORD; i++) begin
      if (be_a_i[i]) begin
        ram[addr_a_i][BYTE_WIDTH * i +: BYTE_WIDTH] <= data_a_i[BYTE_WIDTH * i +: BYTE_WIDTH];
      end
    end
  end
end
always_ff @( posedge clk_i ) begin
  data_b_o <= ram[addr_b_i];
end
initial begin
  if (INIT_FILE != "") begin
    if (INIT_FILE_BIN) begin
      $display("Initializing RAM with bin file: %s...", INIT_FILE);
      $readmemb(INIT_FILE, ram);
    end
    else begin
      $display("Initializing RAM with hex file: %s...", INIT_FILE);
      $readmemh(INIT_FILE, ram);
    end
  end
end
assert property (@(posedge clk_i) disable iff (!rstn_i) !$isunknown(we_a_i)) else $error("we_a_i must always be known");
assert property (@(posedge clk_i) disable iff (!rstn_i) we_a_i |-> !$isunknown(be_a_i))   else $error("be_a_i must be known when we_a_i is high");
assert property (@(posedge clk_i) disable iff (!rstn_i) we_a_i |-> !$isunknown(addr_a_i)) else $error("addr_a_i must be known when we_a_i is high");
assert property (@(posedge clk_i) disable iff (!rstn_i) we_a_i |-> !$isunknown(be_a_i))   else $error("be_a_i must be known when we_a_i is high");
endmodule
```

## /design/flow/run.sh

```bash
#!/bin/bash
# OpenROAD 26Q1-2900-gdf79404cd8, Yosys 0.63+post, stock flow scripts
make -C /OpenROAD-flow-scripts/flow DESIGN_CONFIG=/design/flow/config.mk WORK_HOME=/design/flow/orfs finish
```

==> flow_metrics.tcl <==
# implementation run metrics
set metrics [dict create \
    status "complete, no violations" \
    finalCritPeriodShare_pct 48.2 \
    grt_antenna_before_repair 92 \
    coreArea_um2 794000 \
    syn_area_um2 319000 \
    num_rows 327 \
    cp-end-kind "flip-flop" \
    ys_chip_area_um2 319000 \
    wl_per_cell_um 35.2 \
    yosysWarnings 0 \
    syn_area_per_cell_um2 20.5 \
    arrival_ns 12.44 \
    min_path_type "flip-flop to flip-flop" \
    required_ns 24.67 \
    crit_chain "buf_16 -> buf_4 -> buf_4 -> buf_4 -> buf_4 -> buf_4 -> buf_12 -> buf_12 -> mux2i_1 -> o221ai_1 -> o22ai_1 -> a221oi_1 -> nand4_1 -> nor4_2 -> buf_4" \
    root_buffer "clkbuf_16" \
    critPathMaxStageDelay_ns 0.73 \
    holdBufCountCts 0 \
    cts_tree "yes" \
    yosys.cell_count.top_type "edfxtp_1" \
    clkTransAtPathRegs_ns 0.06 \
    maxSlewViolCount 0 \
    grt_overflow_total 0 \
    synth.distinct_cells 68 \
    fin_cells 27800 \
    fin_skew_ns 0.0762 \
    vias_per_cell 5.78 \
    leakagePower_nw 114 \
    synth_cells 15600 \
    synth_top_cell_by_area "edfxtp_1" \
    hold_viol 0 \
    ys_async_sr_fraction_pct 0 \
    grt_pass1_wl_um 1350000 \
    ys_seq_share_pct 77.2 \
    cp_slowest_cell "nand4_1" \
    crit_top_cell "buf_4" \
    vias 161000 \
    clockBufferDepth 4 \
    htree_num_levels 6 \
    maxCapViolCount 0 \
    globalplace.congestion 0.986 \
    fmax_ghz 0.0880 \
    max-vdd-ir-drop_mv 0.0872 \
    finalWirelength_um 979000 \
    finalPower_mw 30.2 \
    drtIter0Drc 11800 \
    grt_pass1_vias 172000 \
    placedCellCount 26200 \
    startpoint "addr_b_i[0]" \
    synthTopCellsByArea "edfxtp_1 77%, mux4_2 11%, mux2i_1 4.0%" \
    grt_max_degree 119 \
    drc 0 \
    cp_max_fo 75 \
    nFillCells 65000 \
    synth_flop_count 8224 \
    common_cells "8192 x edfxtp_1, 1537 x mux4_2, 1262 x mux2i_1" \
    min_from "ram[30][22]" \
    fp.dieH_um 896 \
    io_buffers 85 \
    tightest_slew_ns 1.35 \
    edf_count 8192 \
    drtAntennaViolNets 0 \
    post_cts_buffers 0 \
    track_usage_pct 26.8 \
    warnings 45 \
    fp.dieW_um 896 \
    relSlewSlack_pct 10.3 \
    rsz0062_at_grt "false" \
    area_growth_pct 13.3 \
    path_class "input pin to flip-flop" \
    fin_crit_ns 11.37 \
    insertion_delay_ns 1.19 \
    fp.dieArea_um2 802000 \
    cp-start-kind "input pin" \
    dr.pass1.iters 6 \
    initCoreUtil_pct 40.2 \
    top_area_share_pct 77.0 \
    powerDensity_nw_per_um2 83.4 \
    dp_hpwl_um 654000 \
    io_pins 87 \
    tns_ns 0 \
    r2r-start "ram[113][20]" \
    yosys_most_used_dff "edfxtp_1" \
    cts_resized 0 \
    setup_viol 0 \
    drive_gt1_share_pct 21.8 \
    yosysCellCount 15600 \
    cts_made_buffers 806 \
    clock_sinks 8224 \
]
[layer usage]
layer | part of all wire [%] | GRT usage, %
met1 | 29 | 28.8
met2 | 44 | 36.2
met3 | 21 | 24.3
met4 | 6.1 | 12.3
met5 | 0.57 | 5.47
[final cells by class]
class                      count  area, um2  share of cell area (%)
sequential                  8224     247000                    68.2
timing repair buffer        1051       8540                    2.36
clock inverter               446       3960                    1.09
inverter                      29        124                  0.0342
clock buffer                1019      21400                    5.90
antenna                      126        315                  0.0872
multi-input combinational   6368      67600                    18.7
tap                        10500      13200                    3.64
[placed cells by master (no fill, tap or decap), types with 124 or more instances in the layout]
cell       synthesis  final
diode_2            0    126
clkinv_2           0    124
buf_4            111    947
nor2_1          1157   1132
mux2i_1         1262   1262
a221oi_1         155    152
clkbuf_16          0    821
mux4_2          1537   1537
nor3_1           182    165
clkinv_1           0    204
clkbuf_1         462    191
nand2_1          503    493
o221ai_1         280    280
a21oi_1          170    170
edfxtp_1        8192   8192
o22ai_1          215    215
[stage by stage]
stage               instance area (um2)  utilization, %  hold WS, ns  setup slack (ns)
finish                           362000            45.6         1.02             12.23
global route                     362000            45.5         1.06             11.87
CTS                              361000            45.5         1.03             12.45
detailed placement               336000            42.3         1.01             11.22
global placement                 336000            42.3         1.00             11.23
floorplan                        319000               -        0.728             16.42
[flip-flops by register name (all words and copies together), names as in the netlist]
name and count:
data_b_o 32, ram 8192
[power breakdown]
group	switching, mW	internal [mW]	total, mW
clock network	5.46	7.02	12.5
logic	1.10	0.478	1.58
registers	0.0419	16.1	16.1
total	6.60	23.6	30.2
[worst paths after layout]
path	cells after the start	end	slack, ns
worst min register to register	4	data_b_o[22]	1.02
worst min-delay path	4	data_b_o[22]	1.02
worst max-delay path	15	data_b_o[20]	12.23
worst max register to register	8	data_b_o[20]	19.64
[critical path, delay by kind of cell]
| kind | cells | cell delay [ns] |
|---|---|---|
| AOI/OAI and AO/OA | 3 | 1.41 |
| and+or+nand+nor | 2 | 1.20 |
| muxes | 1 | 0.18 |
| buffers and inverters | 9 | 4.48 |
[cell families after synthesis]
family	synth area share, %
flip-flops	77.2
buffers and inverters	1.78
AND-OR/OR-AND	3.33
multiplexers	14.8
AND/OR/NAND/NOR	2.85
